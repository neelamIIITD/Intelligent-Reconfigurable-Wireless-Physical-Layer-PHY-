--- config.mk ---
export PLATFORM = sky130hd
export DESIGN_NAME = FreComp_PhaseRotAcc
export DESIGN_NICKNAME = FreComp_PhaseRotAcc
export VERILOG_FILES = /design/flow/design.v
export SDC_FILE = /design/flow/constraint.sdc
export NUM_CORES = 4
export LEC_CHECK = 1
export CORE_UTILIZATION = 40
--- constraint.sdc ---
current_design FreComp_PhaseRotAcc

set clk_period 10.0
set clk_io_pct 0.2

create_clock -name clk0 -period $clk_period [get_ports {clk}]

set non_clock_inputs [all_inputs -no_clocks]
set_input_delay [expr $clk_period * $clk_io_pct] -clock clk0 $non_clock_inputs
set_output_delay [expr $clk_period * $clk_io_pct] -clock clk0 [all_outputs]
--- design.v ---
`timescale 1ns / 1ps
module FreComp_PhaseRotAcc(
    input clk,
    input rst,
    input ld,
    input acc,
	 input ce,
	 input [15:0] phase_ld,
    input [15:0] phase_in,
    output [15:0] phase_out,
    output reg phase_out_rdy
    );
parameter L 			= 6;  			 
parameter Pi 			= 16'h648B;	 
parameter ifre_off	= 16'h096D;	    
reg signed [15:0] phase_in_lat;
reg signed [15:0] phase_rot;
wire signed [15:0] phase_rot_acc  = phase_rot + phase_in_lat;
wire signed [15:0] phase_rot_adj1 = ($signed(phase_rot_acc >>> 1) - $signed(Pi)) <<1;
wire signed [15:0] phase_rot_adj2 = ($signed(phase_rot_acc >>> 1) + $signed(Pi)) <<1;
wire acc_gt_pi = ($signed(phase_rot_acc) > $signed(Pi));
wire acc_lt_pi = ($signed(phase_rot_acc) < $signed(-Pi));
always @(posedge clk)
begin
	if(rst)				phase_in_lat <= 16'd0; 
	else if (ld) 		phase_in_lat <= $signed(ifre_off) + ($signed(phase_in) >>> L);		
end
always @(posedge clk)
begin
	if(rst)	begin
			phase_rot 		<= 16'd0; 
			phase_out_rdy  <= 1'b0;
			end
	else if (ce) begin
		if (ld)		begin
			phase_rot 		<= $signed(phase_ld); 		
			phase_out_rdy  <= 1'b1;			
			end
		else if (acc) begin
			if 		(acc_gt_pi) 	phase_rot <= phase_rot_adj1; 
			else if 	(acc_lt_pi) 	phase_rot <= phase_rot_adj2; 
			else							phase_rot <= phase_rot_acc;	
			phase_out_rdy  <= 1'b1;			
			end
		else 	phase_out_rdy  <= 1'b0;
	end
end
assign phase_out = phase_rot;
endmodule
--- run.sh ---
#!/bin/bash
# OpenROAD 26Q1-2900-gdf79404cd8, Yosys 0.63+post, stock flow scripts
make -C /OpenROAD-flow-scripts/flow DESIGN_CONFIG=/design/flow/config.mk WORK_HOME=/design/flow/orfs finish
==> run summary <==
yosys warning tally: 1
CTS root buffer: clkbuf_8
final setup violating endpoints: 0
Most used DFF post-synth: dfxtp_1
worst r2r src: phase_rot[0]
Unique cell types: 62
critical path type: flop to flop
Buffers on Ports: 47
largest net degree at the start of global routing: 47
via/cell ratio: 5.947
Core Area: 0.006495 mm2
Reg power frac: 29.8%
initial drt markers: 110
Final Hold Viols: 0
critical path capture point type: flop
Sw Ratio: 36.37%
Max VDD drop: 0.06161 mV
global-route wire length before repair: 12360 um
Slew headroom: 44.24%
Leak: 1.292 nW
RR Endpoint: phase_rot[3]
Synth area leaders: dfxtp_1, ha_1, a21oi_1
TritonCTS clock tree: yes
die width: 84.98 um
Dominant cell area share: 21.08%
TritonCTS Buffers: 5
Post-CTS Repair Setup Buffers: 0
startpoint types: flop
post-layout min period: 4084 ps
io pins: 54
worst reg2reg path depth: 11
Synth Seq Share: 21.08%
Fmax: 244.9 MHz
Synth area leader: dfxtp_1
FP Rows: 29
Setup crit end: phase_rot[3]
Die ar.: 0.007221 mm2
ys flops: 29
final worst-path cycle share: 40.84%
fraction of registers with async set/reset: 0%
worst hold slack: 479.3 ps
Layout area overhead: 22.54%
cell internal pwr: 0.0002884 W
CTS Hold Bufs: 0
power density over the cells: 134.3 mW/mm2
yosys stat cell total: 352
Required @ worst endpoint: 10180 ps
Final Power: 0.0004533 W
vias in the first global route: 2467
Post-route DRC: 0
post-synthesis instance area: 0.002754 mm2
wire length per cell: 16.47 um
Sw Pwr: 0.0001648 W
GP Congestion: 0.9209
Clock transition at path regs: 70 ps
Worst Hold Class: flop to flop
Clock Power Share: 29.1%
status: finished clean
layout cell share with drive strength beyond 1: 6.361%
CTS sink count: 29
final HPWL from detailed placement: 5675 um
CTS resizes: 0
worst slew pin tran: 815.4 ps
most frequent cells in the layout: clkdlybuf4s50_1, nor2_1, a21oi_1, dfxtp_1, nand2_1
count of max-cap constraint violations: 0
Cells after DPL: 462
Comb power frac: 41.1%
most instantiated logic cell after routing: clkdlybuf4s50_1
Mapped Cells: 352
initial antenna violation count: 0
via count: 2795
H-Tree Depth: 2
dpl ws: 5987 ps
Crit. Startpoint: phase_rot[0]
Crit path arrival time: 4270 ps
First-pass DRT Iterations: 17
RSZ-0062 raised after global routing: false
post-detailed-route count of antenna-violating nets: 0
final WL: 7739 um
floorplan utilization: 42.40%
Setup TNS Final: 0 ps
Slew Limit Fails: 0
Chip Area, Yosys: 0.002754 mm2
antenna cells: 0
Reg2Reg Setup Slack: 5920 ps
fin cells: 470
Post-synth EDFFs: 0
Worst Skew: 5.425 ps
gr usage total: 22.04%
Syn Area/Cell: 7.824 um2
final worst slack: 5916 ps
worst skew pair latency: 290 ps
tool warning count: 32
total gr overflow: 0
die height: 84.98 um
worst hold start: phase_in_lat[10]
clk buf depth: 2
worst-path fanout max: 13
layer usage:
metal / up-vias / GRT usage, % / wire, um
met5: - / 0 / 0
met4: 0 / 3.082 / 133
met3: 11 / 3.455 / 363
li1: 1428 / - / -
met1: 1287 / 32.30 / 3664
met2: 69 / 35.70 / 3576
how the worst min path moves through the flow:
stage / endpoint / depth (start not counted)
after CTS: phase_in_lat[10] / 2
after global routing: phase_out_rdy / 2
final: phase_in_lat[10] / 2
cells in the mapped netlist (3+ instances only):
master and instances:
mux2i_1 9, o21ai_1 6, a211o_1 3, nand3_1 5
xnor2_1 12, inv_1 10, and3_1 4, nand2_1 22
nand2b_1 9, nor2_1 31, o22ai_1 10, o21ai_0 21
nand4b_1 3, ha_1 15, a31oi_1 10, o211ai_1 13
nor3_1 13, xor2_1 10, or3_1 4, clkbuf_1 11
a221oi_1 3, nor2b_1 5, o21a_1 5, a21oi_1 29
a21o_1 3, nand3b_1 5, dfxtp_1 29, a211oi_1 5
layout make-up:
cell class	count	area, um2
inverter	10	37.54
multi-input combinational	296	2056
timing repair buffer	50	488.0
sequential	29	580.6
clock inverter	1	30.03
tap	77	96.34
fill	611	3120
clock buffer	7	86.33
through the flow:
step / util (%) / cell area (um2)
global placement: 50.16 / 3258
finish: 51.96 / 3374
CTS: 51.96 / 3374
detailed placement: 50.16 / 3258
floorplan: - / 2754
global route: 51.96 / 3374
state kept, by name, summed over array words and instances (netlist names):
name / cells
phase_in_lat: 12
phase_out_rdy: 1
phase_rot: 16
power by group through the flow:
stage | Combinational, W | Sequential, W | Clock (W)
6_report | 0.000186 | 0.000135 | 0.000132
5_1_grt | 0.000207 | 0.000136 | 0.000140
4_1_cts | 0.000186 | 0.000135 | 0.000135
logic make-up (layout without fill, tap and decap cells):
kind of cell | Yosys count | after routing | synth area share, %
AND-OR/OR-AND | 137 | 137 | 35.80
XOR/XNOR | 22 | 22 | 6.997
adder cells (fa/ha/maj) | 16 | 16 | 7.542
buffers and inverters | 27 | 68 | 4.271
flip-flops | 29 | 29 | 21.08
multiplexers | 11 | 11 | 4.089
AND/OR/NAND/NOR | 110 | 110 | 20.22
critical path, cell delays in order, from the launching register on:
cell	delay [ps]
dfxtp_1	330
ha_1	260
fa_1	480
a211oi_2	310
nor2_1	100
xor2_1	590
a41oi_1	260
o31ai_2	370
a2111o_1	530
o22ai_1	170
mux2_1	350
o221a_1	220
Power and IR drop assume default switching activity.
