`/design/flow/design.v`:
```
`timescale 1ns / 1ps
module Comp_Acc_Sum #(parameter WIDTH = 23)(
	input 			clk,rst,
	input 			ena,
	input 			[15:0] a_Re, a_Im,
	input				[15:0] a_d_Re, a_d_Im,
	output signed  [WIDTH-1:0] sum_out_Im, sum_out_Re
   );
reg [15:0] ia_Re, ia_Im, ia_d_Re, ia_d_Im;
always @(posedge clk)
begin
	if (rst)			begin
		ia_Re 	<= 16'd0;
		ia_Im 	<= 16'd0;
		ia_d_Re	<= 16'd0;
		ia_d_Im	<= 16'd0;
		end
	else if(ena)	begin
		ia_Re 	<= a_Re;
		ia_Im 	<= a_Im;
		ia_d_Re 	<= a_d_Re;
		ia_d_Im 	<= a_d_Im;
		end
end
reg [2*WIDTH-1:0] sum_reg;
always @(posedge clk)
begin
	if (rst)			sum_reg <= {(2*WIDTH){1'b0}};
	else if(ena)	sum_reg <= {sum_out_Im, sum_out_Re};
end
assign sum_out_Re = $signed(sum_reg[WIDTH-1:0]) + $signed({{(WIDTH-16){ia_Re[15]}},ia_Re}) - $signed({{(WIDTH-16){ia_d_Re[15]}},ia_d_Re}); 
assign sum_out_Im = $signed(sum_reg[2*WIDTH-1:WIDTH]) + $signed({{(WIDTH-16){ia_Im[15]}},ia_Im}) - $signed({{(WIDTH-16){ia_d_Im[15]}},ia_d_Im}); 
endmodule
```
`/design/flow/config.mk`:
```
export PLATFORM = sky130hd
export DESIGN_NAME = Comp_Acc_Sum
export DESIGN_NICKNAME = Comp_Acc_Sum
export VERILOG_FILES = /design/flow/design.v
export SDC_FILE = /design/flow/constraint.sdc
export NUM_CORES = 4
export LEC_CHECK = 1
export CORE_UTILIZATION = 30
```
`/design/flow/constraint.sdc`:
```
current_design Comp_Acc_Sum

set clk_period 15.5
set clk_io_pct 0.2

create_clock -name clk0 -period $clk_period [get_ports {clk}]

set non_clock_inputs [all_inputs -no_clocks]
set_input_delay [expr $clk_period * $clk_io_pct] -clock clk0 $non_clock_inputs
set_output_delay [expr $clk_period * $clk_io_pct] -clock clk0 [all_outputs]
```
`/design/flow/run.sh`:
```
#!/bin/bash
# OpenROAD 26Q1-2900-gdf79404cd8, Yosys 0.63+post, stock flow scripts
make -C /OpenROAD-flow-scripts/flow DESIGN_CONFIG=/design/flow/config.mk WORK_HOME=/design/flow/orfs finish
```
==> results.tsv <==
metric	value	unit
status	completed	
min_path_type	flop to flop	
fmax	142	MHz
synth_top_flop_cell	dfxtp_1	
htreeDepth	3	
dr_total_vias	6447	
power_density	217	nW/um2
clk_pin_slew	80	ps
report.final.slew_viol_count	0	
drive_gt1_frac	0.0357	
antenna_found_initial	3	
drt_iter0_drc	333	
finalSetupTns	0	ps
synth_chip_area	8030	um2
dieArea	27400	um2
timing.rr.end	sum_reg[22]	
drtPass1Iterations	21	
synthDistinctLibCells	68	
path_class	flop to output pin	
die_w	166	um
setup_violations	0	
syn_area_per_cell	8.49	um2
ctsHoldBuffers	0	
netlist_instances	946	
clkLatencyLatePin	370	ps
end_kind	output pin	
finalClockPeriodUsage	0.453	
maxCapViolations	0	
p_leak	4.40	nW
start_kind	flop	
cts_setup_buffers	0	
dp_hpwl	13.7	mm
critPathRequiredTime	12400	ps
hold-path-cell-count	2	
track_usage	0.139	
ys_seq_frac	0.274	
log.warning_count	27	
grt_max_degree	65	
largest_reg_flops	46	
ios	113	
r2r_cells	11	
tightestPinTransition	750	ps
mostFrequentLayoutCell	inv_1	
route.detailed.drc	0	
viasPerCell	4.70	
clockBufferDepth	2	
antenna_left	0	
edf_count	0	
ys_cells	946	
cts.sinks	110	
wl_per_cell	13.2	um
relSlewSlack	0.497	
hold_path.startpoint	sum_reg[18]	
cp.arrival	3920	ps
gr-total-overflow	0	
clock_skew	10.5	ps
rrSetupSlack	12100	ps
coreArea	26100	um2
wl	18.2	mm
hold_viol	0	
hold_end	sum_reg[18]	
yosysWarnings	1	
grt_pass1_vias	6156	
async_flop_share	0	
final_cell_mix	inv_1, nor2_1, dfxtp_1, clkdlybuf4s50_1, mux2i_1	
rows	59	
numCtsBuffers	9	
area_delta_synth_final	21.3	%
io_buffers	112	
fp_util	0.307	
worst-path-max-fanout	3	
r2r_start	ia_Re[15]	
ys.flops	110	
rsz0062_at_grt	false	
clock-root-buffer	clkbuf_16	
hold-worst-slack	489	ps
post-route-min-period	7020	ps
grt_pass1_wl	30.9	mm
cts_tree	done	
ir_drop	0.000109	V
gp_congestion	0.897	
die_h	166	um
post_cts_resize_count	0	
syn_area	8030	um2
report_power, final:
group	internal, mW	switching [mW]
combinational	0.783	0.726
sequential	0.339	0.0255
clock	0.117	0.127
total	1.24	0.879
kinds of logic after synthesis:
| group | Yosys count | synth area share |
|---|---|---|
| flops | 110 | 0.274 |
| xor+xnor | 42 | 0.0458 |
| mux | 93 | 0.116 |
| buf+inv | 211 | 0.100 |
| compound gates | 165 | 0.146 |
| simple gates | 233 | 0.133 |
| fa+ha+maj | 92 | 0.184 |
cell usage after synthesis (9+ instances only):
| cell type | n | share of area |
|---|---|---|
| xnor2_1 | 29 | 0.032 |
| ha_1 | 48 | 0.075 |
| nor3_1 | 20 | 0.012 |
| dfxtp_1 | 110 | 0.27 |
| a21o_1 | 15 | 0.014 |
| o21a_1 | 9 | 0.0084 |
| nand3_1 | 14 | 0.0087 |
| o311ai_0 | 10 | 0.011 |
| nor2_1 | 111 | 0.052 |
| inv_1 | 168 | 0.079 |
| xor2_1 | 13 | 0.014 |
| nand2_1 | 39 | 0.018 |
| and3_1 | 9 | 0.0070 |
| fa_1 | 44 | 0.11 |
| mux2i_1 | 92 | 0.11 |
| clkbuf_1 | 28 | 0.013 |
| a21oi_1 | 33 | 0.021 |
| o21ai_0 | 30 | 0.019 |
layer usage:
metal / global-route usage / wire [um]
met5: 0 / 23
met3: 0.0309 / 1020
met2: 0.210 / 7920
met1: 0.216 / 9040
met4: 0.0114 / 172
per-stage QoR:
stage / power (mW) / area (um2) / util / instances / setup WS (ps)
after global placement: 1.88 / 9430 / 0.361 / 1355 / 8880
after detailed placement: 1.88 / 9430 / 0.361 / 1355 / 8860
final: 2.12 / 9740 / 0.373 / 1372 / 8480
after global routing: 2.33 / 9730 / 0.372 / 1371 / 8140
after floorplan: 1.26 / 8030 / - / 946 / 9640
after CTS: 2.15 / 9730 / 0.372 / 1371 / 8450
how the worst max path moves through the flow:
| stage | startpoint | to | depth (start not counted) |
|---|---|---|---|
| 4_1_cts | ia_Re[15] | sum_out_Re[22] | 12 |
| 5_1_grt | ia_Re[1] | sum_out_Re[16] | 11 |
| 6_report | ia_Re[1] | sum_out_Re[16] | 11 |
worst max-delay path, cell delays in order (launching register included):
cell and delay [ps]:
dfxtp_1 330, inv_1 60, fa_1 520, inv_1 70, fa_1 490, a211oi_1 310
o21ai_0 180, a21oi_1 210, o31ai_2 110, a311oi_1 550, xnor2_1 230, clkdlybuf4s50_1 510
area by class of cell:
class / count / area, um2
tap: 335 / 419
clock inverter: 7 / 81.3
timing repair buffer: 116 / 1150
sequential: 110 / 2200
clock buffer: 9 / 225
fill: 2629 / 16400
inverter: 169 / 634
antenna: 1 / 2.50
multi-input combinational: 625 / 5020
No activity file was given, so power comes from the tool's default toggle rates.
