==> flow/config.mk <==
export PLATFORM = sky130hd
export DESIGN_NAME = PhTrack_Est
export DESIGN_NICKNAME = PhTrack_Est
export VERILOG_FILES = /design/flow/design.v
export SDC_FILE = /design/flow/constraint.sdc
export NUM_CORES = 4
export LEC_CHECK = 1
export CORE_UTILIZATION = 50
==> flow/constraint.sdc <==
current_design PhTrack_Est

set clk_period 8.4
set clk_io_pct 0.2

create_clock -name clk0 -period $clk_period [get_ports {clk}]

set non_clock_inputs [all_inputs -no_clocks]
set_input_delay [expr $clk_period * $clk_io_pct] -clock clk0 $non_clock_inputs
set_output_delay [expr $clk_period * $clk_io_pct] -clock clk0 [all_outputs]
==> flow/design.v <==
`timescale 1ns / 1ps
module PhTrack_Est(
	input 		 clk, rst, start, datin_val,
	input [15:0] datin_Re,		 
	input [15:0] datin_Im,		 
	input	[1:0]	 alloc_vec,
	output[15:0] ph_Re,		 
	output[15:0] ph_Im,
	output reg	 ph_oval
    );
wire P_pos = (alloc_vec == 2'b01);		 
wire P_neg = (alloc_vec == 2'b10);		 
wire [15:0] Pdiff_Re = (P_pos)? datin_Re :(P_neg)? (~datin_Re +1'b1): 16'd0;  
wire [15:0] Pdiff_Im = (P_pos)? datin_Im :(P_neg)? (~datin_Im +1'b1): 16'd0;
reg [17:0] Pacc_Re, Pacc_Im;
always @(posedge clk) begin
	if (rst)					begin	Pacc_Re <= 18'd0;
										Pacc_Im <= 18'd0;
								end
	else if (start)		begin	Pacc_Re <= 18'd0;
										Pacc_Im <= 18'd0;
								end
	else if (datin_val &(P_pos|P_neg))	begin	Pacc_Re <= Pacc_Re + {{2{Pdiff_Re[15]}},Pdiff_Re};
															Pacc_Im <= Pacc_Im + {{2{Pdiff_Im[15]}},Pdiff_Im};
								end
end
reg [1:0] P_cnt;
always @(posedge clk) begin
	if (rst)	 									P_cnt <= 2'b0;
	else if (start)							P_cnt <= 2'b0;
	else if (datin_val &(P_pos|P_neg))	P_cnt <= P_cnt + 1'b1;
end
always @(posedge clk) begin
	if (rst)	 															ph_oval <= 1'b0;
	else if ((P_cnt == 2'b11)& datin_val &(P_pos|P_neg))	ph_oval <= 1'b1;
	else																	ph_oval <= 1'b0;
end
assign ph_Re		= Pacc_Re[17:2];		 
assign ph_Im		= Pacc_Im[17:2];		 
endmodule
==> flow/run.sh <==
#!/bin/bash
# OpenROAD 26Q1-2900-gdf79404cd8, Yosys 0.63+post, stock flow scripts
make -C /OpenROAD-flow-scripts/flow DESIGN_CONFIG=/design/flow/config.mk WORK_HOME=/design/flow/orfs finish
==> Implementation_results.wiki <==
== Metrics ==
{| class="wikitable"
! Metric !! Value
|-
| Result of the run || complete, no violations
|-
| Synth Seq Share || 0.186
|-
| Register-to-Register Setup Slack || 5.91 ns
|-
| Shortest clock period the worst path allows after layout || 5.08 ns
|-
| Area contributors post-synth || sky130_fd_sc_hd__dfxtp_1, sky130_fd_sc_hd__ha_1, sky130_fd_sc_hd__nand2_1
|-
| Max capacitance violation total || 0
|-
| Root buffer cell || sky130_fd_sc_hd__clkbuf_8
|-
| Total clock sinks || 39
|-
| Worst Reg2Reg Path Length in Cells || 9
|-
| Cts bufs inserted || 5
|-
| Drc violations || 0
|-
| Sum of negative setup slack || 0 ns
|-
| Number of buffers inserted to repair setup after CTS || 0
|-
| Most numerous logic cells after layout || sky130_fd_sc_hd__nand2_1, sky130_fd_sc_hd__clkdlybuf4s50_1, sky130_fd_sc_hd__a21oi_1
|-
| Yosys stat area || 0.00419 mm²
|-
| Final-report setup violation count || 0
|-
| Post-synthesis cell count from yosys || 589
|-
| Pwr Density || 96.8 mW/mm²
|-
| R2r endpoint || Pacc_Im[12]
|-
| Clock-pin slew reported for the worst setup and hold paths after clock tree synthesis || 0.08 ns
|-
| Clock latency (worst-skew pair) || 0.29 ns
|-
| Cell count after synthesis || 589
|-
| Count of pins over their slew limit || 0
|-
| Wire length of the first global-routing pass || 18.0 mm
|-
| Unique masters post-synth || 57
|-
| Vias after detailed routing || 4128
|-
| Worst clock skew || 0.00571 ns
|-
| Count of cells along the worst hold path || 2
|-
| Width of the die || 93.5 µm
|-
| Post-synth top area cell || sky130_fd_sc_hd__dfxtp_1
|-
| Hold-fix buffers at CTS || 0
|-
| Launching element type of the critical path || input port
|-
| Min-Delay Endpoint || P_cnt[1]
|-
| Sequential share of power || 0.408
|-
| Pre-Repair DR Iteration Count || 4
|-
| Cell leakage power || 1.95 nW
|-
| Cts repair resizes || 0
|-
| Post-DR vias/cell || 5.69
|-
| Initial antenna violation count || 0
|-
| Row cnt || 33
|-
| CTS tree || done
|-
| Ys flops || 39
|-
| Detailed Route Iter0 Violations || 106
|-
| Avg Inst Size Synth || 7.11 µm²
|-
| Worst vdd rail ir drop || 0.0635 mV
|-
| Number of nets with antenna violations after routing || 0
|-
| Last weighted congestion value of the routability-driven placer || 0.952
|-
| Final-report hold violation count || 0
|-
| Port Buf Inserts || 70
|-
| Number of standard cells in the layout, taps in and fillers out || 725
|-
| Headroom to the max-slew limit || 0.455
|-
| Count of filler cells inserted in the layout || 771
|-
| Hold Path Class || reg2reg
|-
| Core footprint || 0.00818 mm²
|-
| Critical R2R Launch || Pacc_Im[0]
|-
| Max clock buf depth || 2
|-
| All-Layer GR Usage || 0.262
|-
| Hold Startpoint || P_cnt[1]
|-
| Die height || 93.5 µm
|-
| Fraction of post-synthesis cell area in the top cell type by area || 0.186
|-
| Most frequent standard cell in the layout excluding fill and tap cells || sky130_fd_sc_hd__nand2_1
|-
| Clock share of power || 0.312
|-
| Count of yosys warnings during synthesis || 1
|-
| Worst Tran Pin Value || 0.816 ns
|-
| Maximum number of pins on one net before global-route repair || 61
|-
| Total Routed Length || 10.7 mm
|-
| Residual overflow from global routing || 0
|-
| H-tree lvl count || 2
|-
| Internal power || 0.320 mW
|-
| Logic pwr share || 0.281
|-
| Initial cell density of the core || 0.513
|-
| Psw || 0.150 mW
|-
| Relative area change from synthesis to final layout || 15.7%
|-
| Number of top-level design ports || 71
|-
| Type of the worst setup path || in2reg
|-
| Net Sw Frac || 0.319
|-
| Proportion of register bits with asynchronous set or reset after synthesis || 0
|-
| Maximum fanout count along the critical path || 7
|-
| Mapped cell area || 0.00419 mm²
|-
| Data required time of the worst path || 8.63 ns
|-
| Maximum operating frequency || 0.197 GHz
|-
| CP endpoint kind || flop
|-
| Number of warnings in the stage logs || 28
|-
| Diode count || 0
|-
| Wire per inst || 14.7 µm
|-
| Layout cells sized above 1 || 0.0387
|-
| Cell total after placement || 717
|-
| Total Die Area || 0.00875 mm²
|-
| RSZ-0062 raised after global routing || false
|-
| Number of global-route vias before repair || 3739
|-
| Signal arrival time at the worst endpoint || 5.31 ns
|-
| Sum of net half-perimeters after detailed placement || 7.87 mm
|-
| Final period utilization || 0.605
|-
| Dominant register cell in the synthesized netlist || sky130_fd_sc_hd__dfxtp_1
|-
| Flip-flops with a built-in enable || 0
|}
-- flip-flops by register name (all words and copies together) (netlist names) --
register / cells
P_cnt: 2
Pacc_Im: 18
ph_oval: 1
Pacc_Re: 18
-- layout make-up --
| class | instances | area (µm²) | area share |
|---|---|---|---|
| clock buffers | 8 | 100 | 0.0206 |
| well taps | 105 | 131 | 0.0271 |
| inverters | 23 | 86.3 | 0.0178 |
| multi-input cells | 475 | 3010 | 0.621 |
| flip-flops and latches | 39 | 781 | 0.161 |
| repair buffers | 75 | 738 | 0.152 |
-- cells in the mapped netlist (11+ instances only) --
master and count:
sky130_fd_sc_hd__o21ai_1 15, sky130_fd_sc_hd__o21ai_0 40, sky130_fd_sc_hd__nand2_1 92, sky130_fd_sc_hd__a31oi_1 12
sky130_fd_sc_hd__nor2_1 41, sky130_fd_sc_hd__a21oi_1 57, sky130_fd_sc_hd__a211oi_1 12, sky130_fd_sc_hd__a21o_1 13
sky130_fd_sc_hd__clkbuf_1 16, sky130_fd_sc_hd__buf_4 32, sky130_fd_sc_hd__xnor2_1 11, sky130_fd_sc_hd__dfxtp_1 39
sky130_fd_sc_hd__inv_1 23, sky130_fd_sc_hd__nor3_1 24, sky130_fd_sc_hd__ha_1 40
-- layer usage --
metal / global-route usage / share of wire / vias to the layer above
li1: - / - / 2163
met1: 0.383 / 0.49 / 1879
met2: 0.432 / 0.46 / 80
met3: 0.0281 / 0.041 / 6
met4: 0.0359 / 0.0091 / 0
met5: 0 / 0 / -
-- power groups by stage --
stage	logic (mW)	clock network [mW]	registers [mW]
4_1_cts	0.131	0.152	0.192
5_1_grt	0.148	0.160	0.192
6_report	0.132	0.146	0.191
-- logic make-up (layout without fill, tap and decap cells) --
family	Yosys count	count (layout)	synth area share
AND-OR/OR-AND	180	180	0.259
adder cells (fa/ha/maj)	42	42	0.129
flip-flops	39	39	0.186
buffers and inverters	75	106	0.0958
XOR/XNOR	17	17	0.0355
multiplexers	9	9	0.0215
AND/OR/NAND/NOR	227	227	0.273
-- worst max-delay path by stage --
| stage | from | end | slack (ns) | depth (start not counted) |
|---|---|---|---|---|
| CTS | datin_Re[3] | Pacc_Re[17] | 3.32 | 14 |
| global route | datin_Im[4] | Pacc_Im[12] | 2.94 | 12 |
| finish | datin_Re[3] | Pacc_Re[17] | 3.32 | 14 |
-- through the flow --
step	worst slack, ns	util	area [µm²]	hold WS [ns]	power [mW]
after global placement	3.07	0.581	4750	0.447	0.326
after global routing	2.94	0.593	4850	0.490	0.500
after detailed placement	3.04	0.581	4750	0.454	0.326
after floorplan	3.79	-	4190	0.440	0.277
final	3.32	0.593	4850	0.466	0.470
after CTS	3.32	0.593	4850	0.467	0.475
-- worst max-delay path, cell delays in order --
cell and delay, ns:
sky130_fd_sc_hd__clkdlybuf4s50_1 0.54, sky130_fd_sc_hd__nor3_4 0.29, sky130_fd_sc_hd__nor2b_1 0.28, sky130_fd_sc_hd__nand4bb_1 0.22, sky130_fd_sc_hd__nor3_1 0.24, sky130_fd_sc_hd__mux2i_1 0.22, sky130_fd_sc_hd__o21ai_1 0.08, sky130_fd_sc_hd__ha_1 0.39
sky130_fd_sc_hd__a21o_1 0.21, sky130_fd_sc_hd__or2_2 0.29, sky130_fd_sc_hd__a221oi_1 0.37, sky130_fd_sc_hd__nand4_1 0.17, sky130_fd_sc_hd__a21o_1 0.22, sky130_fd_sc_hd__a21oi_2 0.11
Power and IR drop assume default switching activity.
