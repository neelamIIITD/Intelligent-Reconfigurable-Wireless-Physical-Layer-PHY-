<file path="config.mk">
export PLATFORM = sky130hd
export DESIGN_NAME = DataSymDem16
export DESIGN_NICKNAME = DataSymDem16
export VERILOG_FILES = /design/flow/design.v
export SDC_FILE = /design/flow/constraint.sdc
export NUM_CORES = 4
export LEC_CHECK = 1
export CORE_UTILIZATION = 30
</file>
<file path="constraint.sdc">
current_design DataSymDem16

set clk_period 3.1
set clk_io_pct 0.2

create_clock -name clk0 -period $clk_period [get_ports {CLK_I}]

set non_clock_inputs [all_inputs -no_clocks]
set_input_delay [expr $clk_period * $clk_io_pct] -clock clk0 $non_clock_inputs
set_output_delay [expr $clk_period * $clk_io_pct] -clock clk0 [all_outputs]
</file>
<file path="design.v">
`timescale 1ns / 1ps
module DataSymDem16(
	input 			CLK_I, RST_I,
	input [31:0] 	DAT_I,
	input 			WE_I, STB_I, CYC_I,
	input QAM, QPSK,
	output			ACK_O,
	output reg [3:0]	DAT_O,
	output reg [1:0] DAT_OQ,
	output reg			CYC_O, STB_O,
	output reg [31:0] Pil_rec,
    output  [31:0] Pil_value,
	output              RT_PW,
	output				WE_O,
	input				ACK_I	
    );
wire out_halt = STB_O & (~ACK_I);
wire ena = (CYC_I) & STB_I & WE_I;
wire			datout_ack;
reg dat_sym_ena;
wire [15:0] Pil_Re=DAT_I[15:0];
assign 	datout_ack = STB_O & ACK_I;
assign ACK_O = ena &(~out_halt); 
reg		 CYC_I_pp;
always @(posedge CLK_I or negedge RST_I)
begin
	if (RST_I) 	CYC_I_pp <= 1'b0;
	else 			CYC_I_pp <= CYC_I;
end
wire [15:0] QPSK_Im = DAT_I[31:16];
wire [15:0] QPSK_Re = DAT_I[15:0];
reg [3:0] bits_dem;
reg 		 bits_dem_val;
always @(posedge CLK_I)
begin
	if(RST_I) begin 
		bits_dem 		<= 2'b0;
		bits_dem_val 	<= 1'b0;
		end
	else if (~out_halt)	begin			
		if(ena) begin
			bits_dem[3] 	<= (QPSK_Im[11])?1'b1:1'b0;
			bits_dem[2] 	<= ~QPSK_Im[15];
			bits_dem[1] 	<= (QPSK_Re[11])?1'b1:1'b0;
			bits_dem[0] 	<= ~QPSK_Re[15];
			bits_dem_val	<= 1'b1;
			end
		else	bits_dem_val 		<= 1'b0;	
		end
end
always @(posedge CLK_I)
begin
	if(RST_I)	begin
		STB_O <= 1'b0;
		DAT_O <= 8'b0;
		end
	else if(~out_halt) begin	
		DAT_O <= {4'd0, bits_dem};	
		STB_O <= bits_dem_val;
		end	
end
always @(posedge CLK_I)
begin
	if(RST_I)								CYC_O	<= 1'b0;		
	else if ((CYC_I) & bits_dem_val)	CYC_O	<= 1'b1;
	else if ((~CYC_I) & (~STB_O)) 	CYC_O	<= 1'b0;
end
assign WE_O = STB_O;
reg [6:0] dat_cnt;  
    always@(posedge CLK_I)
    begin
        if(RST_I)                                        dat_cnt    <= 6'd0;        
        else if((ACK_O) && (dat_cnt !=104))              dat_cnt    <= dat_cnt + 1'b1;
    end
        reg val_pil;
        reg[15:0] Pil_P0,Pil_P1,Pil_P2,Pil_P3;  
        always @(posedge CLK_I) begin
            if(RST_I)   begin
              Pil_P0=16'b0;
              Pil_P1=16'b0;
              Pil_P2=16'b0;
              Pil_P3=16'b0; 
                 end                         
           else if ((dat_cnt==6'd6) && (~out_halt))
               Pil_P0=Pil_Re;
           else if ((dat_cnt==6'd20)&& (~out_halt))
               Pil_P1=Pil_Re;
           else if ((dat_cnt==6'd31)&& (~out_halt))
               Pil_P2=Pil_Re;
           else if ((dat_cnt==6'd45)&&(~out_halt))
               Pil_P3=Pil_Re;                  
          end
         always @(posedge CLK_I) begin
            if(RST_I)   
              Pil_rec = 0;  
            else if(Pil_P0==32'd4091| Pil_P0==32'd4093 | Pil_P0==32'd4090 | Pil_P0==32'd4092 | Pil_P0==32'd4095)     
            Pil_rec = 1;
            else if(Pil_P0==32'd529| Pil_P0==32'd528 | Pil_P0==32'd530)     
            Pil_rec=2;
            else if(Pil_P0==32'd193| Pil_P0==32'd194 | Pil_P0==32'd195)     
            Pil_rec=3;
            end
         reg rt_pw;  
    always @(posedge CLK_I) begin
                if(RST_I)   
                rt_pw = 0;
               else if (Pil_rec==1 |  Pil_rec==2 |Pil_rec==3)
                rt_pw=1;
               else if (Pil_rec==0)
                 rt_pw=0;
               else 
                rt_pw=0; 
                end
     assign RT_PW= rt_pw; 
     assign  Pil_value={16'd0,Pil_P0};
    endmodule
</file>
<file path="run.sh">
#!/bin/bash
# OpenROAD 26Q1-2900-gdf79404cd8, Yosys 0.63+post, stock flow scripts
make -C /OpenROAD-flow-scripts/flow DESIGN_CONFIG=/design/flow/config.mk WORK_HOME=/design/flow/orfs finish
</file>
==> impl_metrics.ini <==
; generated from flow reports
[synth]
most_frequent_cells_after_synthesis = sky130_fd_sc_hd__buf_4, sky130_fd_sc_hd__dfxtp_1, sky130_fd_sc_hd__nor2_1, sky130_fd_sc_hd__mux2i_1, sky130_fd_sc_hd__nand2_1
yosys-top-cells-area = sky130_fd_sc_hd__dfxtp_1, sky130_fd_sc_hd__buf_4, sky130_fd_sc_hd__mux2i_1
post-synth-top-area-cell = sky130_fd_sc_hd__dfxtp_1
yosys.stat.chipArea_um2 = 1929
synth.yosys.num_cells = 216
ys_seq_elements = 37
synth_top_flop_cell = sky130_fd_sc_hd__dfxtp_1
most_frequent_cell_after_synthesis = sky130_fd_sc_hd__buf_4
netlist_area_um2 = 1929
yosysTopAreaCellShare_pct = 38.39
synth_area_per_cell_um2 = 8.932
postSynthCellCount = 216
postSynth.asyncResetShare_pct = 0
synth.distinct_cells = 43
yosys_warnings = 4
synth-edff-count = 0
seq_area_frac_synth_pct = 38.39

[clocking]
insertion_delay_at_the_late_pin_of_the_worst_skew_pair_ps = 280
cts_htree_levels = 2
cts_tree = yes
clk_transition_reported_paths_ps = 80
cts_made_buffers = 5
cts.hold.buffers_added = 0
cts_repair_resize_count = 0
clk_root_buffer_cell = sky130_fd_sc_hd__clkbuf_8
cts.path.max_buffers = 2
numClockSinks = 37
post-cts-setup-buffer-count = 0

[cells_and_area]
num-fill-cells = 598
final_util_pct = 40.05
area.growth.synth_to_final_pct = 25.81
logic_area_um2 = 950.9
drive_gt1_share_pct = 7.778
seqCellArea_um2 = 740.7

[global_routing]
grt.met2_usage_pct = 17.02
groute.layer.met1.usage_pct = 15.93
grt_antenna_before_repair = 0
grt_max_degree = 17
global_route.usage.met3_pct = 2.230
wire_length_of_the_first_global_routing_pass_mm = 5.651
globalRouteOverflowTotal = 0
first_global_vias = 1206
grt_usage_pct = 10.88
busiest_layer = met2

[route]
detail_route.iter0.violations = 27
via_per_inst = 4.200
routed_vias = 1449
route.detailed.wl_per_inst_um = 10.43
detail_route.drc_violations = 0
route.final.wire_length_mm = 3.599
firstDrtPassIters = 4
insertedDiodeCount = 0
ant_nets = 0

[placed_design]
routabilityCongestion = 0.7497
placement.io_buffers = 50
dpl.hpwl_mm = 2.644

[setup_path]
cp_max_fo = 3
path_class = in2out
cell_with_the_biggest_individual_delay_on_the_critical_path = sky130_fd_sc_hd__clkdlybuf4s50_1
cpPeakStageDelay_ps = 500
worstPathCellList = clkdlybuf4s50_1 -> nand3_2 -> nor2_2 -> clkdlybuf4s50_1
required_ps = 2480
reg2reg_slack_ps = 1390
setup.worst_path.start_class = input port
crit_top_cell = sky130_fd_sc_hd__clkdlybuf4s50_1
critical_path.endpoint_type = primary output
worst_ep_arrival_time_ps = 1820

[final_timing]
finalHoldViolations = 0
fin_crit_sh_pct = 78.60
tns_ps = 0
rsz0062_at_grt = false
maxClockFrequency_ghz = 0.4104
skew_ps = 7.069
setup_violations = 0
finalWorstPathRequiredPeriod_ps = 2437
timing.final.max_slew_violations = 0
final.hold.worst_slack_ps = 457.2

[job]
openroad.warnings = 43
timing.max_cap.violations = 0

[pwr]
p_per_area_nw_per_um2 = 370.4
clock_power_share_pct = 39.2
sequentialPowerShare_pct = 53.7
p_leak_nw = 1.062
internal_power_summed_over_all_cells_mw = 0.6997
ir_drop_mv = 0.2000
net-switching-power_mw = 0.1993
p_comb_share_pct = 7.0
power_switching_share_pct = 22.17

[floorplan]
design.portCount = 115
design.core.area_um2 = 6061
die-width_um = 82.20
std_cell_rows = 28
chipArea_um2 = 6756
fp_util_pct = 31.83
dieHeight_um = 82.20

[hold_path]
min-delay-path-class = reg2reg

[status]
outcome = finished clean
==> per-stage QoR <==
stage,worst slack (ps),cells,cell area (um^2),power (mW)
after floorplan,1263,263,2106,0.5579
final,663.3,345,2427,0.8991
after CTS,649.4,345,2427,0.9143
after detailed placement,649.1,337,2331,0.5591
after global routing,582.9,345,2427,0.9481
after global placement,657.5,337,2331,0.5590
==> path summary, 6_finish.rpt <==
path | start | depth (start not counted) | to
hold / removal | DAT_O[3] | 2 | DAT_O[3]
setup / recovery | CYC_I | 4 | ACK_O
setup reg to reg | Pil_P0[12] | 4 | Pil_rec[1]
hold reg to reg | DAT_O[3] | 2 | DAT_O[3]
==> area by class of cell <==
class	count	area share (%)
Clock buffer	6	3.402
Clock inverter	2	0.5670
Inverter	4	0.6186
Multi-Input combinational cell	167	39.18
Sequential cell	37	30.52
Tap cell	75	3.866
Timing Repair Buffer	54	21.86
==> metal layers <==
metal	vias up	routed length (um)
met5	-	0
met4	0	51
met3	5	243
met2	61	1621
met1	644	1683
li1	739	-
==> state kept, by name, indices dropped and copies added (netlist names) <==
signal,cells
rt_pw,1
STB_O,1
Pil_rec,2
DAT_O,4
Pil_P0,16
bits_dem_val,1
dat_cnt,7
CYC_O,1
bits_dem,4
==> power groups by stage <==
stage         clock network [mW]  registers, mW  logic [mW]
finish                     0.353          0.483      0.0633
CTS                        0.366          0.483      0.0651
global route               0.392          0.484      0.0720
==> worst max-delay path, delay by kind of cell <==
family / cells / cell delay [ps]
buffers and inverters: 2 / 960
AND/OR/NAND/NOR: 2 / 230
==> placed cells by master, fill, tap and decap left out, types with 2 or more instances in the layout <==
cell                              synthesis  final
sky130_fd_sc_hd__a211oi_1                 2      2
sky130_fd_sc_hd__a21oi_1                  9      9
sky130_fd_sc_hd__buf_4                   49      4
sky130_fd_sc_hd__clkbuf_8                 0      6
sky130_fd_sc_hd__clkdlybuf4s50_1          0     50
sky130_fd_sc_hd__conb_1                   1     48
sky130_fd_sc_hd__dfxtp_1                 37     37
sky130_fd_sc_hd__ha_1                     3      3
sky130_fd_sc_hd__inv_1                    4      4
sky130_fd_sc_hd__mux2i_1                 20     20
sky130_fd_sc_hd__nand2_1                 15     15
sky130_fd_sc_hd__nand3_1                  2      2
sky130_fd_sc_hd__nand4_1                  2      2
sky130_fd_sc_hd__nor2_1                  33     33
sky130_fd_sc_hd__nor2b_1                  2      2
sky130_fd_sc_hd__nor3_1                   3      3
sky130_fd_sc_hd__nor4_1                   2      2
sky130_fd_sc_hd__o21ai_0                  2      2
sky130_fd_sc_hd__or4_1                    2      2
==> kinds of logic after synthesis <==
group | Yosys count | share of synthesized area (%)
xor+xnor | 2 | 0.9081
buf+inv | 59 | 21.46
other cells | 1 | 0.1944
flops | 37 | 38.39
fa+ha+maj | 3 | 1.946
mux | 22 | 11.54
compound gates | 21 | 7.263
simple gates | 71 | 18.29
No activity file was given, so power comes from the tool's default toggle rates.
