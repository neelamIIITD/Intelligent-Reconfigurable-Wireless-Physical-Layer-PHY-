**flow/run.sh**
```bash
#!/bin/bash
# OpenROAD 26Q1-2900-gdf79404cd8, Yosys 0.63+post, stock flow scripts
make -C /OpenROAD-flow-scripts/flow DESIGN_CONFIG=/design/flow/config.mk WORK_HOME=/design/flow/orfs finish
```
**flow/config.mk**
```make
export PLATFORM = sky130hd
export DESIGN_NAME = Appr_Mag
export DESIGN_NICKNAME = Appr_Mag
export VERILOG_FILES = /design/flow/design.v
export SDC_FILE = /design/flow/constraint.sdc
export NUM_CORES = 4
export LEC_CHECK = 1
export CORE_UTILIZATION = 30
```
**flow/constraint.sdc**
```tcl
current_design Appr_Mag

set clk_period 6.0
set clk_io_pct 0.2

create_clock -name clk0 -period $clk_period [get_ports {clk}]

set non_clock_inputs [all_inputs -no_clocks]
set_input_delay [expr $clk_period * $clk_io_pct] -clock clk0 $non_clock_inputs
set_output_delay [expr $clk_period * $clk_io_pct] -clock clk0 [all_outputs]
```
**flow/design.v**
```verilog
`timescale 1ns / 1ps
module Appr_Mag #(parameter WIDTH = 16)(
	input 						clk, rst, ena,
	input 	[WIDTH-1:0] 	real_in, imag_in,
	output	[WIDTH:0]		mag,
	output 						val
    );
reg	[WIDTH-1:0] real_abs, imag_abs;
reg	ena_abs;
always@(posedge clk)
begin	
	if(rst) begin
		ena_abs 	<= 1'b0;
		real_abs <= 0;
		imag_abs	<= 0;
		end
	else if(ena) begin
		ena_abs 	<= 1'b1;
		real_abs <= (real_in[WIDTH-1])? (~real_in + 1'b1): real_in;
		imag_abs	<= (imag_in[WIDTH-1])? (~imag_in + 1'b1): imag_in;
		end
	else ena_abs <= 1'b0;
end
assign	mag 	= (real_abs > imag_abs)? (real_abs + (imag_abs>>1)): (imag_abs + (real_abs>>1));
assign  	val	= ena_abs;
endmodule
```
==> impl_metrics.prom <==
# HELP chip_impl_metric Physical implementation figures
# TYPE chip_impl_metric gauge
chip_impl_metric{name="drcViolationCount",unit=""} 0
chip_impl_metric{name="final.period_utilization",unit="%"} 74.6
chip_impl_info{name="cts_tree",value="done"} 1
chip_impl_metric{name="place.gp.congestion",unit=""} 0.839
chip_impl_metric{name="critPathRequiredTime",unit="ns"} 4.80
chip_impl_metric{name="first_global_vias",unit=""} 3101
chip_impl_metric{name="yosys_warnings",unit=""} 1
chip_impl_metric{name="cts_resized",unit=""} 0
chip_impl_info{name="synth_top_flop_cell",value="sky130_fd_sc_hd__dfxtp_1"} 1
chip_impl_metric{name="global_route.overflow_total",unit=""} 0
chip_impl_metric{name="p_int",unit="W"} 0.000610
chip_impl_metric{name="critical_path_arrival",unit="ns"} 3.28
chip_impl_metric{name="switching_power",unit="W"} 0.000284
chip_impl_metric{name="dr.first_iter.drc_count",unit=""} 120
chip_impl_metric{name="grt_start_max_net_pins",unit=""} 63
chip_impl_metric{name="p_comb_share",unit="%"} 41.4
chip_impl_metric{name="report.final.hold_viol_count",unit=""} 0
chip_impl_info{name="unrepaired_setup_endpoints_after_global_routing",value="no"} 1
chip_impl_info{name="critical-path-slowest-cell",value="sky130_fd_sc_hd__clkdlybuf4s50_1"} 1
chip_impl_metric{name="rrSetupSlack",unit="ns"} 5.13
chip_impl_metric{name="power.ir.vdd_worst",unit="mV"} 0.124
chip_impl_metric{name="antennaDiodeCount",unit=""} 0
chip_impl_metric{name="fin_skew",unit="ns"} 0
chip_impl_metric{name="layout-drive-gt1-share",unit="%"} 4.21
chip_impl_info{name="layout.cells.most_common",value="sky130_fd_sc_hd__clkdlybuf4s50_1"} 1
chip_impl_info{name="top_cells_by_area",value="sky130_fd_sc_hd__dfxtp_1 (18%), sky130_fd_sc_hd__ha_1 (16%), sky130_fd_sc_hd__xor2_1 (7.7%), sky130_fd_sc_hd__a211oi_1 (6.6%), sky130_fd_sc_hd__mux2i_1 (6.0%)"} 1
chip_impl_metric{name="yosysUniqueCellTypes",unit=""} 51
chip_impl_metric{name="ys_seq_elements",unit=""} 33
chip_impl_metric{name="clock.fmax",unit="GHz"} 0.223
chip_impl_metric{name="relative_contribution_of_sequential_cells_to_total_power",unit="%"} 29.2
chip_impl_metric{name="netlist_area",unit="µm²"} 3650
chip_impl_metric{name="postSynthCellCount",unit=""} 454
chip_impl_metric{name="chip_area",unit="µm²"} 12600
chip_impl_metric{name="detailedPlace.worstSlack",unit="ns"} 1.80
chip_impl_metric{name="worst_slew_margin_rel",unit="%"} 49.9
chip_impl_metric{name="top_level_port_count",unit=""} 53
chip_impl_metric{name="core_area",unit="µm²"} 11600
chip_impl_metric{name="top_area_share",unit="%"} 18.1
chip_impl_metric{name="p_clk_share",unit="%"} 29.4
chip_impl_metric{name="warnings",unit=""} 25
chip_impl_metric{name="yosys.stat.seqShare",unit="%"} 18.1
chip_impl_info{name="clock-root-buffer",value="sky130_fd_sc_hd__clkbuf_16"} 1
chip_impl_metric{name="cts_buffer_depth",unit=""} 2
chip_impl_info{name="hold_class",value="reg -> reg"} 1
chip_impl_metric{name="enable_flop_cells",unit=""} 0
chip_impl_info{name="critPathLaunchType",value="flop"} 1
chip_impl_metric{name="post_cts_buffers",unit=""} 0
chip_impl_metric{name="min_period",unit="ns"} 4.48
chip_impl_metric{name="netSwitchingFraction",unit="%"} 31.8
chip_impl_info{name="setup.worst_path.class",value="reg -> out"} 1
chip_impl_metric{name="fin_setup_tns",unit="ns"} 0
chip_impl_metric{name="die_x",unit="µm"} 112
chip_impl_metric{name="power_density_over_cell_area",unit="nW/µm²"} 201
chip_impl_metric{name="port_buffers",unit=""} 52
chip_impl_metric{name="slew_limit_fails",unit=""} 0
chip_impl_metric{name="first_pass_iters",unit=""} 15
chip_impl_metric{name="area_growth_syn_to_layout",unit="%"} 21.9
chip_impl_metric{name="globalRouteTotalUtil",unit="%"} 14.9
chip_impl_info{name="synthDominantAreaCellType",value="sky130_fd_sc_hd__dfxtp_1"} 1
chip_impl_metric{name="fp-utilization",unit="%"} 31.4
chip_impl_metric{name="cap_violations",unit=""} 0
chip_impl_metric{name="clkSinkCount",unit=""} 33
chip_impl_info{name="most-common-layout-cells",value="sky130_fd_sc_hd__clkdlybuf4s50_1 (51), sky130_fd_sc_hd__ha_1 (48), sky130_fd_sc_hd__nor2_1 (44)"} 1
chip_impl_metric{name="detail-route-antenna-nets",unit=""} 0
chip_impl_metric{name="wire_per_inst",unit="µm"} 13.7
chip_impl_metric{name="setup_ws",unit="ns"} 1.52
chip_impl_metric{name="total_number_of_vias",unit=""} 3315
chip_impl_metric{name="cts_made_buffers",unit=""} 5
chip_impl_metric{name="setup_viol_count_final",unit=""} 0
chip_impl_info{name="ordered_cell_list_for_the_critical_path",value="ha_1, fa_1, a21o_1, a221oi_2, o21bai_1, a21oi_1, o21ai_0, xnor2_1, mux2i_1, clkdlybuf4s50_1"} 1
chip_impl_info{name="status",value="complete, no violations"} 1
chip_impl_metric{name="cts_hold_buf",unit=""} 0
chip_impl_metric{name="clk_latency",unit="ns"} 0.27
chip_impl_info{name="worstSetupEndpointType",value="primary output"} 1
chip_impl_metric{name="hpwl",unit="µm"} 7260
chip_impl_metric{name="postSynth.asyncResetShare",unit="%"} 0
chip_impl_metric{name="post_synth.cell_area_avg",unit="µm²"} 8.03
chip_impl_metric{name="tightest_slew",unit="ns"} 0.745
chip_impl_metric{name="final_core_utilization",unit="%"} 38.3
chip_impl_metric{name="timing.critical_path.slowest_cell_delay",unit="ns"} 0.48
chip_impl_metric{name="post_synthesis_chip_area_from_yosys",unit="µm²"} 3650
chip_impl_metric{name="critical_path.max_fanout",unit=""} 5
chip_impl_metric{name="drt-total-wl",unit="µm"} 8780
chip_impl_metric{name="htreeDepth",unit=""} 2
chip_impl_metric{name="die.size.y",unit="µm"} 112
chip_impl_metric{name="detail_route.vias_per_cell",unit=""} 5.16
chip_impl_metric{name="yosys-stat-cells",unit=""} 454
chip_impl_metric{name="core.rowCount",unit=""} 39
chip_impl_metric{name="first_pass_grt_wire_length",unit="µm"} 15000
chip_impl_metric{name="clk_pin_slew",unit="ns"} 0.05
chip_impl_metric{name="p_leak",unit="nW"} 1.95
chip_impl_metric{name="grt_antenna_before_repair",unit=""} 0
==> state kept, by name, summed over array words and instances (netlist names) <==
name	flops
imag_abs	16
ena_abs	1
real_abs	16
==> power groups by stage <==
stage | clock network [W] | registers (W) | logic (W)
CTS | 0.000267 | 0.000261 | 0.000376
global route | 0.000274 | 0.000263 | 0.000420
finish | 0.000263 | 0.000261 | 0.000370
==> cell type report <==
cell class | instances | area (µm²)
sequential | 33 | 661
timing repair buffer | 55 | 538
inverter | 28 | 105
fill | 1197 | 7170
clock inverter | 1 | 5.00
multi-input combinational | 375 | 2800
tap | 143 | 179
clock buffer | 7 | 153
==> layer usage <==
layer,part of all wire [%],track usage [%],vias up
met4,1.6,2.31,0
li1,-,-,1767
met3,3.6,1.76,11
met5,0,0,-
met1,52,22.3,1474
met2,43,23.6,63
==> worst paths after layout <==
path / cells past startpoint / end / from
worst max register to register: 3 / imag_abs[15] / imag_abs[15]
worst min-delay path: 2 / real_abs[0] / real_abs[0]
worst min register to register: 2 / real_abs[0] / real_abs[0]
worst max-delay path: 10 / mag[12] / real_abs[1]
==> stage by stage <==
step | total power (W) | instances | instance area (µm²) | hold WS [ns]
2_1_floorplan | 0.000491 | 454 | 3650 | 0.490
3_3_place_gp | 0.000636 | 634 | 4290 | 0.522
3_5_place_dp | 0.000639 | 634 | 4290 | 0.528
4_1_cts | 0.000904 | 642 | 4440 | 0.543
5_1_grt | 0.000958 | 642 | 4440 | 0.588
6_report | 0.000893 | 642 | 4440 | 0.540
==> logic make-up after synthesis <==
logic type               synth area share (%)
multiplexers                             6.66
flip-flops                               18.1
XOR/XNOR                                 12.0
AND-OR/OR-AND                            25.0
buffers and inverters                    4.98
adder cells (fa/ha/maj)                  17.6
AND/OR/NAND/NOR                          15.7
==> critical path, delay by kind of cell (launching register included) <==
kind / cells / cell delay (ns)
AOI/OAI and AO/OA: 5 / 1.20
adders and majority gates: 2 / 0.66
buffers and inverters: 1 / 0.48
DFF: 1 / 0.37
xor gates and xnor gates: 1 / 0.15
muxes: 1 / 0.14
==> cell usage after synthesis (2+ instances only) <==
cell type,instances
sky130_fd_sc_hd__inv_1,28
sky130_fd_sc_hd__or3_1,3
sky130_fd_sc_hd__nor3_2,2
sky130_fd_sc_hd__a21o_1,13
sky130_fd_sc_hd__buf_1,2
sky130_fd_sc_hd__clkbuf_1,14
sky130_fd_sc_hd__mux2_1,2
sky130_fd_sc_hd__ha_1,48
sky130_fd_sc_hd__o31ai_1,11
sky130_fd_sc_hd__o21ai_0,19
sky130_fd_sc_hd__or4_1,5
sky130_fd_sc_hd__nand4_1,9
sky130_fd_sc_hd__a21oi_1,27
sky130_fd_sc_hd__and3_1,4
sky130_fd_sc_hd__mux2i_1,22
sky130_fd_sc_hd__nor3_1,6
sky130_fd_sc_hd__nand2_1,28
sky130_fd_sc_hd__nand3_1,12
sky130_fd_sc_hd__xor2_1,32
sky130_fd_sc_hd__a31oi_1,4
sky130_fd_sc_hd__fa_1,2
sky130_fd_sc_hd__o21a_1,2
sky130_fd_sc_hd__a211oi_1,32
sky130_fd_sc_hd__o21bai_1,4
sky130_fd_sc_hd__xnor2_1,18
sky130_fd_sc_hd__dfxtp_1,33
sky130_fd_sc_hd__nor2b_1,4
sky130_fd_sc_hd__o211ai_1,2
sky130_fd_sc_hd__nor2_1,44
Power and IR drop assume default switching activity.
