$ cat flow/design.v
`timescale 1ns / 1ps
module Delay2n #(parameter WIDTH = 32, D = 64, B = 6)(
	input  clk, rst, ena,
	input  [WIDTH-1:0] dat_in,	
	output [WIDTH-1:0] dat_out
);
reg [WIDTH-1:0] dat_ram [D-1:0];
reg [B-1:0]  adr_cnt;
reg 			 dat_val;
assign 	  dat_out  = (dat_val)? dat_ram[adr_cnt]: 0;
always@ (posedge clk)begin
	if(rst) begin
			adr_cnt <= 0;
		end
	else if (ena) begin
			dat_ram[adr_cnt]	<= dat_in;
			adr_cnt 				<= adr_cnt +1'b1;
		end		
end
always@ (posedge clk)begin
	if(rst) 								dat_val <= 1'b0;
	else if (adr_cnt == {B{1'b1}}) dat_val <= 1'b1;
end
endmodule
$ cat flow/run.sh
#!/bin/bash
# OpenROAD 26Q1-2900-gdf79404cd8, Yosys 0.63+post, stock flow scripts
make -C /OpenROAD-flow-scripts/flow DESIGN_CONFIG=/design/flow/config.mk WORK_HOME=/design/flow/orfs finish
$ cat flow/config.mk
export PLATFORM = sky130hd
export DESIGN_NAME = Delay2n
export DESIGN_NICKNAME = Delay2n
export VERILOG_FILES = /design/flow/design.v
export SDC_FILE = /design/flow/constraint.sdc
export NUM_CORES = 4
export LEC_CHECK = 1
export CORE_UTILIZATION = 50
$ cat flow/constraint.sdc
current_design Delay2n

set clk_period 36.1
set clk_io_pct 0.2

create_clock -name clk0 -period $clk_period [get_ports {clk}]

set non_clock_inputs [all_inputs -no_clocks]
set_input_delay [expr $clk_period * $clk_io_pct] -clock clk0 $non_clock_inputs
set_output_delay [expr $clk_period * $clk_io_pct] -clock clk0 [all_outputs]
==> impl_metrics.ini <==
; physical design summary
[sta]
tns_ps = 0
hold_viol = 0
fmax_ghz = 0.07487
min_period_ps = 13360
tightest_slew_ps = 1012
fin_crit_sh_pct = 37.00
setup_viol = 0
slew_headroom_pct = 32.46
slew_viol_final = 0
rsz0062_at_grt = false
finalClockSkew_ps = 26.38

[cells_and_area]
stdcell_count = 5938
mostFrequentLayoutCell = edfxtp_1
nFillCells = 10920
fin_area_sq_um = 89390
finish.utilization_pct = 57.09
drive_gt1_share_pct = 29.25
layout_top_cells = edfxtp_1 (2048), mux4_2 (544), clkbuf_16 (204), buf_4 (162), nand2_1 (151)
area_growth_pct = 13.09

[job]
cap_violations = 0
warnings = 29

[die]
die_y_um = 399.6
core_region_area_sq_um = 156600
die_area_sq_um = 159700
core_util_floorplan_pct = 50.49
die_x_um = 399.6
io-pin-count = 67
rows = 145

[critical_path]
path_buffers = 7
critPathTopFamily = buffers and inverters
cp-end-kind = output port
path_max_fanout = 62
critPathKind = flip-flop to output port
cp_common_cell = buf_4
path_cells = buf_12 -> buf_4 -> buf_4 -> buf_4 -> mux4_2 -> o22ai_1 -> a2111oi_1 -> clkdlybuf4s15_2 -> buf_4 -> o2bb2ai_1 -> clkdlybuf4s50_1
startpoint_type = flip-flop
crit_slowest_cell = buf_4
arrival_ps = 6140
required_ps = 28880
max_stage_delay_ps = 700

[outcome]
status = finished clean

[power]
p_comb_share_pct = 4.9
ir_drop_v = 0.00005221
p_total_mw = 4.932
cellPowerDensity_nw_per_um2 = 55.17
clockPowerShare_pct = 41.5
netSwitchingFraction_pct = 20.33
power_switching_mw = 1.002
intPower_mw = 3.929
pwr-share-seq_pct = 53.5
leakage_nw = 27.63

[yosys]
ys_types = 57
synth_top_area_share_pct = 77.80
avgSynthCellArea_sq_um = 22.81
synthSimpleGateAreaFrac_pct = 2.069
async_flop_share_pct = 0
flop_cell = edfxtp_1
yosysChipArea_sq_um = 79040
yosys_cells = 3466
ys_sh_adder_pct = 0.01583
top_logic_kind = multiplexers
yosys-mux-area-fraction_pct = 16.90
yosys.stat.seqShare_pct = 78.13
synth_warnings = 1
yosys.area.top_type = edfxtp_1
edf_count = 2048
ys.flops = 2061
area_leaders = edfxtp_1 (78%), mux4_2 (15%), mux2i_1 (1.1%)
synthAoiAreaFrac_pct = 1.497
synth_area_sq_um = 79040
syn_inst = 3466
ys_sh_xor_pct = 0.04432

[routing]
drtIter0Drc = 2441
wl_per_cell_um = 36.08
drc = 0
vias = 37570
first_pass_iters = 7
drt.antenna.violating_nets = 0
finalWirelength_um = 214200
avgViaCountPerCell = 6.327

[grt]
grt_pass1_vias = 42150
grt_antenna_before_repair = 6
grt_pass1_wl_um = 303000
grt_max_degree = 104
grt_use_total_pct = 31.38
overflow = 0

[place]
place.gp.congestion = 0.8457
postPlaceCellArea_sq_um = 82930
dp_hpwl_um = 116800
io_buffer_count = 66
dp.cells = 5566

[clock_network]
clk_transition_reported_paths_ps = 60
cts_setup_buffers = 0
clk_latency_ps = 830
numCtsBuffers = 201
ctsHtreeMaxLevel = 4
cts_sinks = 2061
cts_resized = 0
cts_tree = yes
cts.path.max_buffers = 3
cts_root_buf = clkbuf_16
cts_hold_buffers = 0

[hold_path]
min_path_type = flip-flop to flip-flop
[kinds of logic (layout without fill, tap and decap cells)]
logic type      Yosys count  after routing
flops                  2061           2061
mux                     652            652
simple gates            381            381
buf+inv                 199            610
compound gates          168            168
xor+xnor                  4              4
fa+ha+maj                 1              1
other cells               0              3
[path summary, 6_finish.rpt]
path,startpoint,to,slack (ps),cells past startpoint
worst min-delay path,adr_cnt[5],flip-flop,620,2
worst max register to register,adr_cnt[2],dat_ram[21][28],32740,5
worst min register to register,adr_cnt[5],flip-flop,620,2
worst max-delay path,flip-flop,dat_out[20],22740,11
[synthesized netlist by cell type (all sizes together) (3+ instances only)]
master   instances
nand2b           8
mux2i           87
a22oi            9
o211ai           9
a21oi           24
nand2          151
o221ai           4
nand4            7
or3              3
xor2             3
inv              7
and3             5
nand3           35
nor3            17
nor2           125
o32ai            4
a221o            5
dfxtp           13
nor2b           15
or2              6
o21ai           28
and2             6
a2111oi          6
mux4           544
mux2            21
a221oi           7
a311oi           3
clkbuf          59
o2bb2ai          3
a211oi           5
o22ai           17
buf            133
edfxtp        2048
a22o             4
a31oi           14
a32oi           14
[worst register-to-register path, cell delays in order, from the launching register on]
cell	delay [ps]
dfxtp_1	450
nor2b_1	250
nor2b_1	200
nand3_1	580
nor2_4	870
buf_4	600
[through the flow]
stage | hold WS, ps | setup WS, ps
2_1_floorplan | 627.5 | 25590
3_3_place_gp | 584.0 | 22770
3_5_place_dp | 597.3 | 23390
4_1_cts | 607.8 | 22450
5_1_grt | 653.1 | 22240
6_report | 617.1 | 22740
[final cells by class]
type                       instances  area [sq um]  share of cell area (%)
timing repair buffer             234          1828                   2.045
tap                             2058          2575                   2.881
clock inverter                   120          1151                   1.288
sequential                      2061         61780                   69.11
clock buffer                     249          5294                   5.922
antenna                            3         7.507                0.008398
multi-input combinational       1206         16720                   18.71
inverter                           7         33.78                 0.03779
[power groups by stage]
stage | registers, mW | logic (mW) | clock network (mW)
4_1_cts | 2.64 | 0.247 | 2.08
5_1_grt | 2.64 | 0.264 | 2.17
6_report | 2.64 | 0.243 | 2.05
[routing by layer]
metal | track usage (%) | wire length (um)
met5 | 2.209 | 348
met4 | 5.800 | 5393
met3 | 29.48 | 46850
met2 | 44.44 | 101900
met1 | 35.92 | 59750
[registers in the layout (all words and copies together), names as in the netlist, named ones only]
| signal | count |
|---|---|
| dat_val | 1 |
| adr_cnt | 6 |
| dat_ram | 2048 |
Power and IR drop assume default switching activity.
